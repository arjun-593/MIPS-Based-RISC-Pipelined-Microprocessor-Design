File: flow/run.sh
#!/bin/bash
# OpenROAD 26Q1-2900-gdf79404cd8, Yosys 0.63+post, stock flow scripts
make -C /OpenROAD-flow-scripts/flow DESIGN_CONFIG=/design/flow/config.mk WORK_HOME=/design/flow/orfs finish
File: flow/config.mk
export PLATFORM = sky130hd
export DESIGN_NAME = control_hazard
export DESIGN_NICKNAME = control_hazard
export VERILOG_FILES = /design/flow/design.v
export SDC_FILE = /design/flow/constraint.sdc
export NUM_CORES = 4
export LEC_CHECK = 1
export CORE_AREA = 10 10 70 70
export DIE_AREA = 0 0 80 80
File: flow/constraint.sdc
current_design control_hazard

set clk_period 3.2
set clk_io_pct 0.2

create_clock -name clk0 -period $clk_period

set non_clock_inputs [all_inputs -no_clocks]
set_input_delay [expr $clk_period * $clk_io_pct] -clock clk0 $non_clock_inputs
set_output_delay [expr $clk_period * $clk_io_pct] -clock clk0 [all_outputs]
File: flow/design.v
`timescale 1ns / 1ps
module control_hazard(Rs_D, Rt_D, MemtoReg_E, Rt_E, Write_Reg_E, Write_Reg_M, Reg_Write_E,
                    Stall_F, Flush_E, Stall_D, Branch_D, MemtoReg_M);
    input [4:0] Rs_D, Rt_E, Rt_D, Write_Reg_E, Write_Reg_M;
    input Reg_Write_E, MemtoReg_E;
    input Branch_D, MemtoReg_M;
    output reg Stall_D, Stall_F;
    output reg Flush_E;
    reg lwstall, branchstall;
    always@(*)
    begin 
    	lwstall = ((Rs_D == Rt_E) || (Rt_D == Rt_E)) && MemtoReg_E;
    	branchstall =   Branch_D & (Reg_Write_E 
    					& ((Write_Reg_E == Rs_D) | (Write_Reg_E == Rt_D)) | MemtoReg_M 
    					& ((Write_Reg_M == Rs_D) | (Write_Reg_M == Rt_D)));
    	Stall_F = lwstall || branchstall;
    	Stall_D = lwstall || branchstall;
    	Flush_E = lwstall || branchstall;
    end
endmodule
==> results.txt <==
status: complete, no violations
# rows: 21
period utilization: 94.8%
HP Class: in -> out
DPL Wire Length: 1390 um
CP max FO: 3
Dominant comb cell: XOR/XNOR gates
CTS Hold Bufs: 0
most numerous logic cells after layout: 27 x clkdlybuf4s50_1, 16 x xnor2_1, 14 x xor2_1
placed inst area: 729 um^2
# setup viols final: 0
final instance area: 758 um^2
critical path type: in -> out
routed via count: 411
Die X: 80 um
fp util: 10.7%
post-layout min period: 3.03 ns
crit path launch type: primary input
Die H: 80 um
Post-Synthesis Cells: 48
Antenna Violating Nets Remaining: 0
Peak supply drop: 0.0524 mV
leak pwr: 0.000282 uW
synthesis area per yosys: 367 um^2
max_cap viols: 0
vias per cell: 3.31
global-route wire length before repair: 2210 um
num ports: 32
tool warning count: 32
Syn-to-layout area delta: 107%
post-CTS resize count: 0
chip area: 6400 um^2
clkbuf count: 0
Unique cell types: 10
antenna diode count: 0
Power Density: 125 nW/um^2
sequential cell area: 0 um^2
most frequent logic cell in the layout: clkdlybuf4s50_1
Peak Freq: 330 MHz
slew margin rel.: 86.5%
critical path data arrival time: 2.39 ns
Congestion Overflow GR: 0
Flops: 0
wire length per cell: 11.6 um
filler instances: 382
Synth Area in XOR/XNOR: 71.7%
Simple Share, Synth: 17.1%
adder-cell share of the synthesized area: 0%
Starting DRT DRC Count: 17
Worst Tran Pin Value: 0.201 ns
mux share: 0%
Routed WL: 1440 um
total power draw: 94.5 uW
synthesized cell area: 367 um^2
TritonRoute pass-1 iters: 2
DRC violations left: 0
AO/OA Area Share: 7.17%
vias in the first global route: 461
Slew Limit Fails: 0
Fin. Hold Viols: 0
required time worst endpoint: 2.56 ns
Syn Area/Cell: 7.64 um^2
RSZ-0062 raised after global routing: no
# Post-CTS Setup Buffers: 0
core area: 3420 um^2
endpoint type of the worst setup path: output port
Yosys warnings: 1
Tot GR Track Use: 4.39%
# port buffers: 32
sequential area share after synthesis: 0%
yosys cell count: 48
largest net degree at the start of global routing: 4
Fin Setup TNS: 0 ns
RD Place Congestion: 0.871
initial antenna violation count: 0
share of cells above drive strength 1: 5.13%
==> cells in the mapped netlist (all sizes together) <==
cell type,number,area (um^2)
xor2,14,123
nand3,4,20.0
a31oi,2,12.5
o221ai,1,8.76
xnor2,16,140
o21ai,1,5.00
buf,2,15.0
nor3,6,35.0
nand2,2,7.51
==> cell type report <==
type               instances  area [um^2]  share of cell area [%]
repair buffers            32          333                    43.9
well taps                 46         57.6                    7.59
multi-input cells         46          368                    48.5
==> stage by stage <==
stage | hold WS [ns] | setup slack, ns | utilization, % | instances
global route | 2.32 | 0.0128 | 22.2 | 124
detailed placement | 2.35 | 0.00491 | 21.4 | 124
CTS | 2.35 | 0.00146 | 21.4 | 124
floorplan | 1.41 | 1.14 | - | 48
finish | 2.27 | 0.166 | 22.2 | 124
global placement | 2.35 | 0.0381 | 21.4 | 124
==> cell families (layout without fill, tap and decap cells) <==
| kind of cell | Yosys count | after routing |
|---|---|---|
| xor+xnor | 30 | 30 |
| compound gates | 4 | 4 |
| buf+inv | 2 | 32 |
| simple gates | 12 | 12 |
==> critical path, cell delays in order <==
cell and delay [ns]:
clkdlybuf4s50_1 0.51, xnor2_1 0.13, nand3_1 0.13, nor3_2 0.18
a31oi_1 0.07, o221ai_2 0.21, clkdlybuf4s50_1 0.51
==> routing by layer <==
layer  GRT usage, %  part of all wire (%)  wire (um)  vias up
li1               -                     -          -      220
met1           5.67                    43        622      172
met2           6.90                    43        621       19
met3           2.05                    14        195        0
met4              0                     0          0        0
met5              0                     0          0        -
==> power by group <==
part | switching (uW) | leakage [uW] | internal [uW] | total, uW
Combinational | 35.7 | 0.000282 | 58.8 | 94.5
Sequential | 0 | 0 | 0 | 0
Clock | 0 | 0 | 0 | 0
Total | 35.7 | 0.000282 | 58.8 | 94.5
==> final timing paths <==
path / to / cells past startpoint / from
worst min-delay path: Stall_F / 4 / Reg_Write_E
worst max-delay path: Flush_E / 7 / Write_Reg_E[4]
No activity file was given, so power comes from the tool's default toggle rates.
