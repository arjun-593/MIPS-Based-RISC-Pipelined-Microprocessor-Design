$ cat design/flow/config.mk
export PLATFORM = sky130hd
export DESIGN_NAME = AdderModule32bit
export DESIGN_NICKNAME = AdderModule32bit
export VERILOG_FILES = /design/flow/design.v
export SDC_FILE = /design/flow/constraint.sdc
export NUM_CORES = 4
export LEC_CHECK = 1
export CORE_AREA = 10 10 85 85
export DIE_AREA = 0 0 95 95
$ cat design/flow/constraint.sdc
current_design AdderModule32bit

set clk_period 24.1
set clk_io_pct 0.2

create_clock -name clk0 -period $clk_period

set non_clock_inputs [all_inputs -no_clocks]
set_input_delay [expr $clk_period * $clk_io_pct] -clock clk0 $non_clock_inputs
set_output_delay [expr $clk_period * $clk_io_pct] -clock clk0 [all_outputs]
$ cat design/flow/design.v
`timescale 1ns / 1ps
module AdderModule32bit(
	input [31:0]A,
	input [31:0]B,
	output [31:0]result
    );
	assign result = A + B;
endmodule
$ cat design/flow/run.sh
#!/bin/bash
# OpenROAD 26Q1-2900-gdf79404cd8, Yosys 0.63+post, stock flow scripts
make -C /OpenROAD-flow-scripts/flow DESIGN_CONFIG=/design/flow/config.mk WORK_HOME=/design/flow/orfs finish
==> run notes <==
impl run done, here's what came out: Final Hold Vio Count=0, routability cong.=0.925, Std-Cell Rows=27, Seq cells=0, Post-Syn Area per Cell=7.24 um2, HP Class=primary input to primary output, Post-Place Setup Slack=11.52 ns, die area=9030 um2, yosys simple share=18.3%, final wirelength=5760 um, max-cap check violation count=0, drt drc=0, OpenROAD warnings=32, # diodes=0, Iter 0 DRT Violations=42, MUX share of area=1.15%, Hold-fix buffers, CTS=0, setup violators final=0, Avg WL per Cell=14.5 um, final worst-path cycle share=52.1%, largest net degree at the start of global routing=11, vias in the first global route=1,996, Peak VDD IR=0.0113 mV, die width=95 um, share of cells above drive strength 1=3.07%, CLK BUF=0, worst-margin pin slew=0.530 ns, first-pass GRT wire length=9380 um, Syn-to-layout area delta=57.7%, Leakage=1.18 nW, Mapped Cells=241, CP Max Fanout=4, Worst Path Arrival=7.73 ns, crit path kind=primary input to primary output, Worst slew margin=63.8%, Slew Viols, Final=0, Cell Type Count=50, total gr overflow=0, Initial DRT Pass Iterations=4, YS chip area=1740 um2, mapped cell area=1740 um2, Clock power frac=0%, WHS=10.67 ns, Post-Route Utilization=50.3%, total power=0.0797 mW, hold path cells=3, Total Neg Setup Slack=0 ns, area leader, netlist=ha_1, Compound Share, Synth=39.3%, Sw Pwr=0.0314 mW, Adder Share, Synth=23.4%, Tmin final=12.55 ns, CP Data Required Time=19.28 ns, Dominant combinational family=AND-OR/OR-AND gates, Seq. cell area=0 um2, placed wire-length estimate=5110 um, startpoint types=primary input, antenna viol nets, final=0, cell count in the Yosys report=241, Vias=2,046, synth warn=0, total track usage=12.2%, final setup margin=11.55 ns, Starting Density=31.9%, DR vias/cell=5.14, Net Sw Frac=39.4%, PostCTS Resize Cnt=0, Comb power frac=100.0%, internal power=0.0483 mW, Reg power frac=0%, Power Dens Cells=29.0 nW/um2, # Post-CTS Setup Buffers=0, xor/xnor share=14.1%, top cells, area=ha_1 (22%), a21oi_1 (8.3%), a21o_1 (8.2%), fill count=567, Worst Setup End Kind=primary output, top cell type's share of synthesized area=22.2%, fmax=79.7 MHz, Seq/Total Area, Yosys=0%, Die H=95 um, core area=5470 um2, status=finished, final reports clean, RSZ-0062 raised after global routing=no, initial antenna violation count=0, I/O Buffers=96, # IOs=96
[metrics by stage]
stage / cells / instance area [um2]
final: 398 / 2750
after global routing: 398 / 2750
after CTS: 398 / 2750
after detailed placement: 398 / 2750
after global placement: 398 / 2750
after floorplan: 241 / 1740
[worst paths after layout]
check,start,to,slack [ns]
worst max-delay path,A[0],result[26],11.55
worst min-delay path,B[0],result[0],10.67
[layout by cell type (no fill, tap or decap), drive strengths merged, types with 2 or more instances in the layout]
| cell | n |
|---|---|
| o311ai | 2 |
| a311oi | 3 |
| a21oi | 29 |
| nand2b | 2 |
| or2 | 3 |
| clkdlybuf4s50 | 96 |
| inv | 6 |
| o21a | 2 |
| a211oi | 3 |
| nor3 | 4 |
| xor2 | 15 |
| a21o | 19 |
| ha | 31 |
| nand2 | 18 |
| o21bai | 5 |
| o221ai | 2 |
| o21ai | 15 |
| o211ai | 3 |
| a31oi | 3 |
| nor2 | 12 |
| nand3 | 10 |
| xnor2 | 13 |
| mux2i | 2 |
| nand4 | 8 |
[power groups by stage]
stage | logic (mW) | registers (mW) | clock network [mW]
6_report | 0.0797 | 0 | 0
5_1_grt | 0.0890 | 0 | 0
4_1_cts | 0.0813 | 0 | 0
[Yosys cell counts, types with 4 or more instances]
cell,n
a21o_1,19
a21oi_1,29
clkbuf_1,8
ha_1,31
inv_1,6
nand2_1,18
nand3_1,10
nand4_1,8
nor2_1,12
nor3_1,4
o21ai_0,13
o21bai_1,4
xnor2_1,13
xor2_1,15
[layout make-up]
cell class / count / area, um2 / area share, %
Inverter: 6 / 22.5 / 0.819
Multi-Input combinational cell: 224 / 1680 / 61.0
Tap cell: 72 / 90.1 / 3.27
Timing Repair Buffer: 96 / 961 / 34.9
[critical path, cell delays in order]
cell and delay (ns):
clkdlybuf4s50_1 0.40, ha_1 0.24, fa_1 0.40, a21o_1 0.22
a31o_2 0.28, nand3_1 0.09, o221ai_1 0.22, a311oi_1 0.33
o21bai_1 0.10, xor2_1 0.13, clkdlybuf4s50_1 0.49
[kinds of logic (layout without fill, tap and decap cells)]
logic type               Yosys count  count (layout)
AND/OR/NAND/NOR                   65              65
XOR/XNOR                          28              28
adder cells (fa/ha/maj)           32              32
multiplexers                       2               2
AND-OR/OR-AND                     97              97
buffers and inverters             17             102
[routing by layer]
metal / GRT usage, % / part of all wire, % / up-vias
met1: 16.1 / 49 / 899
met5: 0 / 0 / -
met3: 2.80 / 7.4 / 0
met2: 20.9 / 44 / 52
li1: - / - / 1095
met4: 0 / 0 / 0
Power and IR drop assume default switching activity.
