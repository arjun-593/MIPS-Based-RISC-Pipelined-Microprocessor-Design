$ cat design.v
`timescale 1ns/1ns
module Data_Hazard_Unit(
    input [4:0] Rs_D, Rt_D, Rs_E, Rt_E, Write_Reg_E, Write_Reg_M,
    input Reg_Write_E, Reg_Write_M, Reg_Write_W,
    output reg [1:0] Forward_AE, Forward_BE,
    output reg Forward_AD, Forward_BD
);
    initial
    begin
        Forward_AE = 2'b00;
        Forward_BE = 2'b00;
        Forward_AD = 1'b1;
        Forward_BD = 1'b1; 
    end
    always @(*)
    begin
        if (Reg_Write_M && (Write_Reg_M != 0) && (Write_Reg_M == Rs_E))
            Forward_AE = 2'b10;
        else if (Reg_Write_W && (Write_Reg_M != 0) && (Write_Reg_M == Rs_E))
            Forward_AE = 2'b01;
        else
            Forward_AE = 2'b00;
    end
    always @(*)
    begin
        if (Reg_Write_M && (Write_Reg_M != 0) && (Write_Reg_M == Rt_E))
            Forward_BE = 2'b10;
        else if (Reg_Write_W && (Write_Reg_M != 0) && (Write_Reg_M == Rt_E))
            Forward_BE = 2'b01;
        else
            Forward_BE = 2'b00;
    end
    always @(*)
    begin
        Forward_AD = (Write_Reg_M != 0) && (Rs_D == Write_Reg_M) && Reg_Write_M;
        Forward_BD = (Write_Reg_M != 0) && (Rt_D == Write_Reg_M) && Reg_Write_M;
    end
endmodule
$ cat config.mk
export PLATFORM = sky130hd
export DESIGN_NAME = Data_Hazard_Unit
export DESIGN_NICKNAME = Data_Hazard_Unit
export VERILOG_FILES = /design/flow/design.v
export SDC_FILE = /design/flow/constraint.sdc
export NUM_CORES = 4
export LEC_CHECK = 1
export CORE_AREA = 10 10 70 70
export DIE_AREA = 0 0 80 80
$ cat constraint.sdc
current_design Data_Hazard_Unit

set clk_period 2.1
set clk_io_pct 0.2

create_clock -name clk0 -period $clk_period

set non_clock_inputs [all_inputs -no_clocks]
set_input_delay [expr $clk_period * $clk_io_pct] -clock clk0 $non_clock_inputs
set_output_delay [expr $clk_period * $clk_io_pct] -clock clk0 [all_outputs]
$ cat run.sh
#!/bin/bash
# OpenROAD 26Q1-2900-gdf79404cd8, Yosys 0.63+post, stock flow scripts
make -C /OpenROAD-flow-scripts/flow DESIGN_CONFIG=/design/flow/config.mk WORK_HOME=/design/flow/orfs finish
==> node_exporter_impl.prom <==
# HELP chip_impl_metric Flow report values
# TYPE chip_impl_metric gauge
chip_impl_info{name="run_status",value="complete, no violations"} 1
chip_impl_metric{name="dieWidth",unit="µm"} 80
chip_impl_metric{name="die_height",unit="µm"} 80
chip_impl_info{name="worstPathCellList",value="clkdlybuf4s50_1 -> xnor2_1 -> o211ai_2 -> buf_4 -> nor4b_4 -> buf_2"} 1
chip_impl_metric{name="drive_gt1_share",unit="%"} 35.00
chip_impl_metric{name="grt_max_degree",unit=""} 6
chip_impl_info{name="hold_path_end",value="Forward_AE[0]"} 1
chip_impl_metric{name="required",unit="ns"} 1.68
chip_impl_info{name="topCellsByArea",value="sky130_fd_sc_hd__xnor2_1 (44%), sky130_fd_sc_hd__xor2_1 (11%), sky130_fd_sc_hd__o211ai_2 (7.8%), sky130_fd_sc_hd__buf_2 (6.3%), sky130_fd_sc_hd__nor4b_1 (5.5%)"} 1
chip_impl_metric{name="worstMarginPinSlew",unit="ns"} 0.2451
chip_impl_metric{name="path_max_fanout",unit=""} 2
chip_impl_metric{name="stdcell_area",unit="µm²"} 810.8
chip_impl_metric{name="ys_chip_area",unit="µm²"} 320.3
chip_impl_metric{name="crit_path_max_incr_delay",unit="ns"} 0.48
chip_impl_metric{name="gr-usage-met3",unit="%"} 1.023
chip_impl_metric{name="globalRouteOverflowTotal",unit=""} 0
chip_impl_metric{name="totalNegativeSetupSlack",unit="ns"} 0
chip_impl_metric{name="drt_iter0_drc",unit=""} 6
chip_impl_metric{name="power_leakage",unit="nW"} 0.3363
chip_impl_metric{name="gr-usage-met1",unit="%"} 5.013
chip_impl_metric{name="via_count",unit=""} 426
chip_impl_metric{name="antenna_found_initial",unit=""} 0
chip_impl_metric{name="worstSetupPathDepth",unit=""} 6
chip_impl_info{name="crit_family",value="buffers and inverters"} 1
chip_impl_metric{name="final_setup_fails",unit=""} 0
chip_impl_metric{name="worst-path-buf-inv",unit=""} 3
chip_impl_metric{name="first_global_vias",unit=""} 458
chip_impl_metric{name="antenna_violating_nets_post_route",unit=""} 0
chip_impl_metric{name="layout.sequential_cells",unit=""} 0
chip_impl_metric{name="placement.cell_area",unit="µm²"} 737.0
chip_impl_metric{name="layout_worst_path_cycle_share",unit="%"} 99.40
chip_impl_metric{name="post_synth_num_cell_types",unit=""} 13
chip_impl_metric{name="io-pin-count",unit=""} 39
chip_impl_info{name="top_count_cell_post_synth",value="sky130_fd_sc_hd__xnor2_1"} 1
chip_impl_info{name="timing.hold.worst.start",value="Rs_E[3]"} 1
chip_impl_metric{name="post_detailed_route_drc_marker_count",unit=""} 0
chip_impl_metric{name="worstPathArrival",unit="ns"} 1.67
chip_impl_metric{name="drv_cap",unit=""} 0
chip_impl_info{name="critPathCaptureType",value="output port"} 1
chip_impl_metric{name="area_growth",unit="%"} 153.1
chip_impl_metric{name="floorplan.initialDensity",unit="%"} 9.377
chip_impl_metric{name="die_area",unit="µm²"} 6400
chip_impl_metric{name="number_of_antenna_cells_inserted",unit=""} 0
chip_impl_metric{name="route.detailed.vias_per_inst",unit=""} 3.381
chip_impl_metric{name="fp.coreArea",unit="µm²"} 3416
chip_impl_metric{name="synth_seq_share",unit="%"} 0
chip_impl_metric{name="gr-usage-met2",unit="%"} 8.427
chip_impl_metric{name="drt-total-wl",unit="µm"} 1529
chip_impl_metric{name="postSynthCellCount",unit=""} 42
chip_impl_metric{name="vdd.ir_drop.worst",unit="mV"} 0.02716
chip_impl_metric{name="number_of_buffers_inserted_for_hold_repair_after_clock_tree_synthesis",unit=""} 0
chip_impl_metric{name="warning_count",unit=""} 39
chip_impl_metric{name="drt_first_pass_iters",unit=""} 4
chip_impl_info{name="crit_type",value="in -> out"} 1
chip_impl_metric{name="min_delay_path_depth",unit=""} 5
chip_impl_metric{name="power.density_cell_area",unit="nW/µm²"} 188.8
chip_impl_metric{name="ys.warnings.count",unit=""} 1
chip_impl_metric{name="post_synthesis_cell_area",unit="µm²"} 320.3
chip_impl_metric{name="synth_top_area_share",unit="%"} 43.75
chip_impl_info{name="synthDominantAreaCellType",value="sky130_fd_sc_hd__xnor2_1"} 1
chip_impl_info{name="critical_path.slowest_cell",value="sky130_fd_sc_hd__clkdlybuf4s50_1"} 1
chip_impl_metric{name="achievable_frequency",unit="MHz"} 479.1
chip_impl_metric{name="global_route_wire_length_before_repair",unit="µm"} 2304
chip_impl_metric{name="placement.io_buffers",unit=""} 33
chip_impl_metric{name="core.rowCount",unit=""} 21
chip_impl_metric{name="final_number_of_hold_violating_endpoints",unit=""} 0
chip_impl_metric{name="final_number_of_max_transition_violations",unit=""} 0
chip_impl_metric{name="clockBufferCount",unit=""} 0
chip_impl_metric{name="final-seq-area",unit="µm²"} 0
chip_impl_metric{name="wl_per_cell",unit="µm"} 12.13
chip_impl_info{name="grt_setup_unrepaired",value="true"} 1
chip_impl_metric{name="finalWorstPathRequiredPeriod",unit="ns"} 2.087
chip_impl_metric{name="post_synth.cell_area_avg",unit="µm²"} 7.626
chip_impl_info{name="gr-max-usage-layer",value="met2"} 1
chip_impl_metric{name="gr-usage-all-layers",unit="%"} 4.388
chip_impl_metric{name="worst_setup_slack_after_placement",unit="ns"} -0.5164
chip_impl_metric{name="ys_cells",unit=""} 42
chip_impl_info{name="post_synth_most_frequent_cells",value="sky130_fd_sc_hd__xnor2_1 (16), sky130_fd_sc_hd__buf_2 (4), sky130_fd_sc_hd__nand2_1 (4), sky130_fd_sc_hd__xor2_1 (4)"} 1
chip_impl_metric{name="gpl.final_weighted_congestion",unit=""} 0.8235
chip_impl_info{name="worstHoldPathType",value="in -> out"} 1
chip_impl_metric{name="detailed_place_hpwl",unit="µm"} 1300
chip_impl_metric{name="setup_slack",unit="ns"} 0.01262
chip_impl_metric{name="slew_headroom",unit="%"} 83.52
chip_impl_info{name="critPathLaunchType",value="input pin"} 1
-- tightest hold or removal path, cell delays in order --
cell	delay, ns
sky130_fd_sc_hd__dlymetal6s2s_1	0.13
sky130_fd_sc_hd__xnor2_2	0.10
sky130_fd_sc_hd__o211ai_4	0.08
sky130_fd_sc_hd__nor4b_2	0.05
sky130_fd_sc_hd__clkdlybuf4s15_1	0.16
-- area by class of cell --
class / count / area, µm²
timing repair buffer: 43 / 386.6
fill: 360 / 2605
multi-input combinational: 37 / 366.6
tap: 46 / 57.56
-- logic make-up (layout without fill, tap and decap cells) --
logic type | Yosys count | in the layout | share of synthesized area, %
AND-OR/OR-AND | 2 | 2 | 7.811
XOR/XNOR | 20 | 20 | 54.69
buffers and inverters | 5 | 43 | 9.766
AND/OR/NAND/NOR | 15 | 15 | 27.73
-- worst max path at each step --
| stage | start | to | slack [ns] |
|---|---|---|---|
| 6_report | Rt_E[4] | Forward_BE[0] | 0.01 |
| 4_1_cts | Reg_Write_M | Forward_BD | 0.0007 |
| 5_1_grt | Rt_E[4] | Forward_BE[0] | -0.05 |
-- repair_timing --
item	CTS	global route
setup endpoints to repair	6	5
pin swaps	11	9
setup buffers	2	0
gates resized	29	14
-- cell usage in the layout (no fill, tap or decap), types with 2 or more instances in the layout --
| cell type | netlist | routed |
|---|---|---|
| sky130_fd_sc_hd__nand2_1 | 4 | 4 |
| sky130_fd_sc_hd__buf_2 | 4 | 5 |
| sky130_fd_sc_hd__buf_4 | 0 | 9 |
| sky130_fd_sc_hd__dlymetal6s2s_1 | 0 | 3 |
| sky130_fd_sc_hd__dlygate4sd2_1 | 0 | 4 |
| sky130_fd_sc_hd__nor4_2 | 0 | 2 |
| sky130_fd_sc_hd__nand4_1 | 2 | 2 |
| sky130_fd_sc_hd__xnor2_2 | 0 | 4 |
| sky130_fd_sc_hd__clkdlybuf4s15_1 | 0 | 2 |
| sky130_fd_sc_hd__clkdlybuf4s50_1 | 0 | 19 |
| sky130_fd_sc_hd__nor3_1 | 2 | 2 |
| sky130_fd_sc_hd__xor2_1 | 4 | 4 |
| sky130_fd_sc_hd__xnor2_1 | 16 | 12 |
-- metal layers --
metal  vias to the layer above  routed length, µm
met5                         -                  0
met4                         0                  0
met3                         0                157
met2                        17                807
met1                       190                565
li1                        219                  -
-- metrics by stage --
step                      cells  utilization [%]  hold slack, ns  total power, W
after floorplan              42                -          0.8984      0.00005907
after global placement      124            21.58           1.794       0.0001323
after detailed placement    124            21.58           1.791       0.0001331
after CTS                   126            22.05           1.416       0.0001403
after global routing        126            23.74           1.396       0.0001653
final                       126            23.74           1.362       0.0001531
-- power by group --
part	leakage (nW)	total [W]	internal, W	switching, W
Clock	0	0	0	0
Sequential	0	0	0	0
Combinational	0.336	0.000153	0.0000954	0.0000577
No activity file was given, so power comes from the tool's default toggle rates.
